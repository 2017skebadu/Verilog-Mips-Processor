--- design/flow/run.sh ---
#!/bin/bash
# OpenROAD 26Q1-2900-gdf79404cd8, Yosys 0.63+post, stock flow scripts
make -C /OpenROAD-flow-scripts/flow DESIGN_CONFIG=/design/flow/config.mk WORK_HOME=/design/flow/orfs finish
--- design/flow/config.mk ---
export PLATFORM = sky130hd
export DESIGN_NAME = instmem_wrapper
export DESIGN_NICKNAME = instmem_wrapper
export VERILOG_FILES = /design/flow/design.v
export SDC_FILE = /design/flow/constraint.sdc
export NUM_CORES = 4
export LEC_CHECK = 1
export CORE_AREA = 10 10 70 70
export DIE_AREA = 0 0 80 80
export SYNTH_HDL_FRONTEND = slang
--- design/flow/constraint.sdc ---
current_design instmem_wrapper

set clk_period 2.6
set clk_io_pct 0.2

create_clock -name clk0 -period $clk_period

set non_clock_inputs [all_inputs -no_clocks]
set_input_delay [expr $clk_period * $clk_io_pct] -clock clk0 $non_clock_inputs
set_output_delay [expr $clk_period * $clk_io_pct] -clock clk0 [all_outputs]
--- design/flow/design.v ---
module instmem(
	input [31:0] pc,
	output [31:0] instOut
	);
reg [31:0] RAM [0:64] = {
	32'h20100001,
	32'h00102020,
	32'h0c00000a,
	32'h02108820,
	32'h00112020,
	32'h0c00000a,
	32'h02308020,
	32'h00102020,
	32'h0c00000a,
	32'h08000003,
	32'h30880001,
	32'h20020000,
	32'h15000001,
	32'h20020001,
	32'h03e00008,
	32'h0c000008,
	32'h21ce0001,
	32'had880000,
	32'h00000000,
	32'h00000000,
	32'h00000000,
	32'h00000000,
	32'h00000000,
	32'h00000000,
	32'h00000000,
	32'h00000000,
	32'h00000000,
	32'h00000000,
	32'h00000000,
	32'h00000000,
	32'h00000000,
	32'h00000000,
	32'h00000000,
	32'h00000000,
	32'h00000000,
	32'h00000000,
	32'h00000000,
	32'h00000000,
	32'h00000000,
	32'h00000000,
	32'h00000000,
	32'h00000000,
	32'h00000000,
	32'h00000000,
	32'h00000000,
	32'h00000000,
	32'h00000000,
	32'h00000000,
	32'h00000000,
	32'h00000000,
	32'h00000000,
	32'h00000000,
	32'h00000000,
	32'h00000000,
	32'h00000000,
	32'h00000000,
	32'h00000000,
	32'h00000000,
	32'h00000000,
	32'h00000000,
	32'h00000000,
	32'h00000000,
	32'h00000000,
	32'h00000000,
	32'h00000000
};  
assign instOut= RAM[int'(pc)];
endmodule
module instmem_wrapper(
	input [31:0] pc,
	output [31:0] instOut
	);
instmem RAM(
	pc,
	instOut
	);
endmodule
==> impl_metrics.tcl <==
# place-and-route summary
set metrics [dict create \
    rows 21 \
    ys_warn_count 0 \
    min_to "instOut[3]" \
    drtPass1Iterations 4 \
    die_y_um 80 \
    ys_cells 85 \
    die_x_um 80 \
    ys_area_um2 529 \
    start_kind "input pin" \
    worstPathRequired_ns 2.08 \
    syn-cell-area_um2 529 \
    fillers 387 \
    min_from "pc[5]" \
    post_dp_cell_area_um2 1000 \
    port_buffers 29 \
    arrival_ns 2.06 \
    setup-violations-final 0 \
    synth.lib_cells_used.distinct 28 \
    ys_seq_share_pct 0 \
    n_clock_buffer 0 \
    seqPwrFrac_pct 0 \
    finalMaxSlewViolations 0 \
    fin_hold_ws_ns 1.77 \
    grt_pass1_wl_um 3270 \
    flops 0 \
    grt_overflow_total 0 \
    period_needed_ns 2.58 \
    max_freq_ghz 0.388 \
    final_common_cell "buf_4" \
    path_max_fanout 4 \
    final-seq-area_um2 0 \
    p_int_w 0.0000610 \
    grt_pass1_vias 739 \
    powerDensity_mw_per_mm2 103 \
    critPathKind "input pin to output port" \
    place.gp.congestion 0.865 \
    cts_hold_buf 0 \
    area_delta_synth_final_pct 103 \
    final_cell_mix "26 x buf_4, 15 x clkdlybuf4s50_1, 12 x dlygate4sd2_1" \
    drive_gt1_share_pct 33.1 \
    finalClockPeriodUsage_pct 99.2 \
    antenna_found_initial 0 \
    fin_area_mm2 0.00107 \
    tool_warnings 63 \
    antennaDiodeCount 0 \
    antenna_left 0 \
    finalHoldViolations 0 \
    finalNonFillerCells 182 \
    drtIter0Drc 14 \
    place_inst 180 \
    fin_util_pct 31.4 \
    grt_max_degree 16 \
    via_count 714 \
    drcViolationCount 0 \
    ir_drop_mv 0.0435 \
    wirelength_um 2090 \
    ios 64 \
    sw_frac_of_total_pct 44.8 \
    fp_util_pct 15.5 \
    tns_ns 0 \
    core_area_mm2 0.00342 \
    viasPerCell 3.92 \
    p_leak_nw 0.505 \
    avgSynthCellArea_um2 6.23 \
    clkPwrFrac_pct 0 \
    maxCapViolations 0 \
    comb_power_share_pct 100.0 \
    netlist_instances 85 \
    die_area_mm2 0.00640 \
    wl_per_cell_um 11.5 \
    grtUsageTotal_pct 5.98 \
    end_kind "output port" \
    rsz0062_at_grt "yes" \
    hpwl_um 1740 \
    switchingPower_w 0.0000495 \
    min_path_type "input pin to output port" \
    holdPathStages 6 \
    outcome "finished clean" \
]
[layout make-up]
type / count / area [um2] / share of cell area, %
Inverter: 5 / 18.8 / 1.75
Multi-Input combinational cell: 75 / 513 / 47.8
Tap cell: 46 / 57.6 / 5.37
Timing Repair Buffer: 56 / 483 / 45.0
[what timing repair did]
item,in CTS,in global routing
pin swaps,4,1
setup endpoints to repair,22,10
resized,33,7
buffers inserted,1,1
[Yosys cell counts (2+ instances only)]
cell type / instances / area share, %
nand2_1: 6 / 4.3
a21boi_0: 3 / 4.3
nand4_1: 2 / 2.4
nor2_1: 8 / 5.7
a21o_1: 2 / 2.8
o21a_1: 2 / 2.8
inv_1: 5 / 3.5
clkbuf_1: 2 / 1.4
o21ai_0: 5 / 4.7
a21oi_1: 7 / 6.6
nand2b_1: 2 / 2.4
buf_4: 10 / 14
nor2b_1: 4 / 4.7
and3_1: 3 / 3.5
a31oi_1: 3 / 3.5
ha_1: 6 / 14
nor3_1: 4 / 3.8
[routing by layer]
| metal | global-route usage (%) | wire, um |
|---|---|---|
| met5 | 0 | 0 |
| met4 | 0 | 0 |
| met3 | 1.70 | 167 |
| met2 | 10.5 | 924 |
| met1 | 7.45 | 1000 |
[per-stage QoR]
| step | setup slack, ns | total power, W |
|---|---|---|
| 2_1_floorplan | 0.685 | 0.0000500 |
| 3_3_place_gp | -0.344 | 0.000103 |
| 5_1_grt | -0.0426 | 0.000122 |
| 3_5_place_dp | -0.379 | 0.000103 |
| 4_1_cts | 0.00393 | 0.000109 |
| 6_report | 0.0209 | 0.000111 |
[power by group through the flow]
stage / Combinational (W) / Sequential, W / Clock [W]
after global routing: 0.000122 / 0 / 0
after CTS: 0.000109 / 0 / 0
final: 0.000111 / 0 / 0
[how the worst max path moves through the flow]
stage | from | end | slack, ns
4_1_cts | pc[0] | instOut[29] | 0.004
6_report | pc[1] | instOut[17] | 0.02
5_1_grt | pc[1] | instOut[17] | -0.04
[critical path: stages]
cell,delay [ns]
dlygate4sd2_1,0.28
inv_2,0.10
ha_1,0.17
and2_4,0.16
buf_4,0.11
o21ai_1,0.06
a21boi_1,0.15
clkdlybuf4s50_1,0.49
[kinds of logic after synthesis]
logic type | share of synthesized area [%]
AOI/OAI and AO/OA | 27.7
adders and majority gates | 14.2
buffers and inverters | 22.2
other | 0.709
and+or+nand+nor | 35.2
No activity file was given, so power comes from the tool's default toggle rates.
