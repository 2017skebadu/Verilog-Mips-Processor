### design/flow/config.mk
export PLATFORM = sky130hd
export DESIGN_NAME = datamem_wrapper
export DESIGN_NICKNAME = datamem_wrapper
export VERILOG_FILES = /design/flow/design.v
export SDC_FILE = /design/flow/constraint.sdc
export NUM_CORES = 4
export LEC_CHECK = 1
export CORE_UTILIZATION = 30
export SYNTH_HDL_FRONTEND = slang
### design/flow/design.v
module datamem (
	input clock,
	input [31:0] address,
	input [31:0] writeData,
	input memWrite,
	input memRead,
	output reg [31:0] readData
	);
reg [31:0] dataOut;
reg [31:0] RAM [0:31] = {
	32'h00000000, 
	32'h00000000, 
	32'h00000000, 
	32'h00000000, 
	32'h00000000, 
	32'h00000000, 
	32'h00000000, 
	32'h00000000, 
	32'h00000000, 
	32'h00000000, 
	32'h00000000, 
	32'h00000000, 
	32'h00000000, 
	32'h00000000, 
	32'h00000000, 
	32'h00000000, 
	32'h00000000, 
	32'h00000000, 
	32'h00000000, 
	32'h00000000, 
	32'h00000000, 
	32'h00000000, 
	32'h00000000, 
	32'h00000000, 
	32'h00000000, 
	32'h00000000, 
	32'h00000000, 
	32'h00000000, 
	32'h00000000,
	32'h00000000, 
	32'h00000000, 
	32'h00000000  
	};
always @(posedge clock)
begin
	if(memWrite)
		RAM[int'(address[6:2])] <= writeData;
end
always @(*)
begin 
	if(memRead)
		readData <= RAM[int'(address[6:2])];
	else
		readData <= 32'h00000000;
end
endmodule
module datamem_wrapper(
	input clock_w,
	input [31:0] address_w,
	input [31:0] writeData_w,
	input memWrite_w,
	input memRead_w,
	output readData_w
	);
datamem RAM(
	clock_w,
	address_w,
	writeData_w,
	memWrite_w,
	memRead_w,
	readData_w
	);
endmodule : datamem_wrapper
### design/flow/run.sh
#!/bin/bash
# OpenROAD 26Q1-2900-gdf79404cd8, Yosys 0.63+post, stock flow scripts
make -C /OpenROAD-flow-scripts/flow DESIGN_CONFIG=/design/flow/config.mk WORK_HOME=/design/flow/orfs finish
### design/flow/constraint.sdc
current_design datamem_wrapper

set clk_period 2.4
set clk_io_pct 0.2

create_clock -name clk0 -period $clk_period [get_ports {clock_w}]

set non_clock_inputs [all_inputs -no_clocks]
set_input_delay [expr $clk_period * $clk_io_pct] -clock clk0 $non_clock_inputs
set_output_delay [expr $clk_period * $clk_io_pct] -clock clk0 [all_outputs]
==> impl_metrics.py <==
# Auto-generated metrics
metrics = {
    "run_status": {
        "status": "finished, final reports clean",
    },
    "clocking": {
        "postCtsHoldBufs": 0,
        "cts_inserted_buffers": 5,
        "htree_levels": 2,
        "clockBufferDepth": 2,
        "cts_tree": "built",
        "path_clk_slew_ps": 60,
        "ctsRootBufferMaster": "clkbuf_8",
        "cts.sinks": 32,
    },
    "drt": {
        "drc": 0,
        "initialDrtViolationCount": 98,
        "via_count": 1062,
        "drtPass1Iterations": 4,
        "routed_via_density": 4.87,
        "wire_per_inst_um": 13.9,
        "drt-total-wl_um": 3030,
        "n_antenna_cell": 0,
        "antenna_left": 0,
    },
    "cells_and_area": {
        "fill_cells": 432,
        "flop_area_um2": 961,
        "syn_to_final_growth_pct": 27.2,
        "final_cells": 218,
        "mostFrequentLayoutCells": "nor2_1 (34), edfxtp_1 (32), buf_4 (16)",
        "largest_reg_flops": 32,
        "mostFrequentLayoutCell": "nor2_1",
        "final_layout_size_suffix_gt1_share_pct": 27.2,
        "logic_area_um2": 576,
    },
    "worst_setup_path": {
        "crit_fanout": 6,
        "crit_path_end_kind": "output pin",
        "required_ps": 1920,
        "critPathLaunchType": "primary input",
        "worstSetupPathType": "primary input to output pin",
        "critPathArrivalTime_ps": 1840,
    },
    "final_timing": {
        "setup_viol": 0,
        "period_minus_slack_ps": 2320,
        "final-max-slew-violation-count": 0,
        "finalHoldViolCount": 0,
        "max_freq_mhz": 431,
        "layout_setup_ws_ps": 77.4,
        "worst_pin_slew_ps": 455,
        "tns_ps": 0,
        "max_slew_margin_pct": 69.6,
        "finalCritPeriodShare_pct": 96.8,
    },
    "grt": {
        "grt_util_all_layers_pct": 12.8,
        "grt_pass1_wl_um": 4930,
        "grt_pass1_vias": 1001,
        "antenna_found_initial": 0,
        "grt-ovfl-total": 0,
        "grt_start_max_net_pins": 33,
    },
    "synthesis": {
        "top_area_cell": "edfxtp_1",
        "yosysUniqueCellTypes": 31,
        "syn-mean-instance-area_um2": 12.6,
        "yosysWarnings": 0,
        "ys_seq_elements": 32,
        "ys_cells": 123,
        "topCellsByArea": "edfxtp_1 (62%), nor2_1 (8.2%), mux2i_1 (4.5%), mux2_2 (2.9%), mux4_1 (1.7%)",
        "top_area_share_pct": 61.8,
        "ys_seq_share_pct": 61.8,
        "netlist_area_um2": 1550,
        "syn_inst": 123,
        "yosys_area_um2": 1550,
    },
    "power_and_ir_drop": {
        "p_leak_nw": 0.679,
        "ir_worst_vdd_mv": 0.355,
        "power_mw": 1.24,
        "power_density_nw_per_um2": 625,
    },
    "placed_design": {
        "placed_cells": 207,
        "port_buffers": 9,
        "post-place-ws_ps": -600,
        "dpl.hpwl_um": 1950,
        "place_congestion": 0.850,
    },
    "die": {
        "dieArea_um2": 5470,
        "fp.dieH_um": 74.0,
        "die_x_um": 74.0,
        "coreArea_um2": 4850,
        "fp_util_pct": 32.1,
        "io_pins": 68,
        "num_rows": 25,
    },
    "worst_hold_path": {
        "worstHoldStart": "address_w[5]",
        "hp-class": "primary input to register",
        "min_path_cells": 3,
        "min_to": "RAM.RAM[31][0]",
    },
    "run": {
        "warnings": 83,
        "drv_cap": 0,
    },
}
[cells by family after synthesis]
group	count (synthesis)	synth area share [%]
compound gates	9	5.40
simple gates	59	18.1
flops	32	61.8
mux	14	11.5
buf+inv	9	3.14
[stage by stage]
stage | hold WS (ps) | util, % | instance area [µm²]
3_3_place_gp | 1300 | 37.4 | 1810
6_report | 888 | 40.8 | 1980
4_1_cts | 886 | 39.8 | 1930
2_1_floorplan | 579 | - | 1550
3_5_place_dp | 1300 | 37.4 | 1810
5_1_grt | 905 | 40.8 | 1980
[repair_timing]
item,4_1_cts,5_1_grt
cloned,0,1
setup endpoints to repair,1,1
setup buffers,2,0
hold endpoints to repair,0,0
pin swaps,3,2
gates resized,9,6
[layout make-up]
| type | instances | area share [%] |
|---|---|---|
| tap | 67 | 4.24 |
| multi-input combinational | 82 | 29.1 |
| clock inverter | 2 | 1.77 |
| sequential | 32 | 48.6 |
| inverter | 2 | 0.380 |
| timing repair buffer | 27 | 12.2 |
| clock buffer | 6 | 3.67 |
[worst max-delay path by stage]
stage / startpoint / end / slack (ps)
after CTS: address_w[3] / readData_w / 30
after global routing: address_w[4] / readData_w / -4
final: address_w[6] / readData_w / 80
[cells in the mapped netlist]
cell type and count:
o22a_1 1, nor2_1 34, nand2_1 6, mux4_1 1, mux2i_1 7, o22ai_1 1
buf_6 1, nor3b_1 1, nand3_1 2, a32oi_1 3, o2bb2ai_1 1, clkbuf_1 2
edfxtp_1 32, nor4b_1 1, inv_1 2, o41ai_2 1, mux4_2 1, mux2_4 1
nor3_1 2, buf_4 1, nand2b_1 4, mux2_2 4, nand3b_1 2, or3b_2 1
and3_4 1, nor4bb_1 1, buf_2 3, a2bb2oi_1 1, or2_2 2, a41oi_1 1
nor2b_1 2
[critical path, cell delays in order]
cell and delay, ps:
clkdlybuf4s15_1 270, buf_4 190, buf_4 150, mux4_2 280, a32oi_1 190, a41oi_2 140
buf_2 130
[per-layer routing]
| layer | up-vias | routed length, µm | GRT usage, % |
|---|---|---|---|
| met5 | - | 0 | 0 |
| met4 | 0 | 50 | 2.35 |
| met3 | 6 | 216 | 4.53 |
| met2 | 41 | 1300 | 16.9 |
| met1 | 512 | 1460 | 21.9 |
| li1 | 503 | - | - |
[report_power, final]
group	total (mW)	switching, mW	internal (mW)
clock	0.489	0.181	0.307
sequential	0.623	0.00143	0.622
combinational	0.124	0.0630	0.0612
