File: run.sh
#!/bin/bash
# OpenROAD 26Q1-2900-gdf79404cd8, Yosys 0.63+post, stock flow scripts
make -C /OpenROAD-flow-scripts/flow DESIGN_CONFIG=/design/flow/config.mk WORK_HOME=/design/flow/orfs finish
File: constraint.sdc
current_design regfile_wrapper

set clk_period 6.4
set clk_io_pct 0.2

create_clock -name clk0 -period $clk_period [get_ports {clock}]

set non_clock_inputs [all_inputs -no_clocks]
set_input_delay [expr $clk_period * $clk_io_pct] -clock clk0 $non_clock_inputs
set_output_delay [expr $clk_period * $clk_io_pct] -clock clk0 [all_outputs]
File: design.v
module regfile (
	input clock,
	input regWrite,
	input [4:0] readReg1,
	input [4:0] readReg2,
	input [31:0] writeData,
	input [4:0] writeReg,
	output [31:0] readData1,
	output [31:0] readData2 
	);
reg [31:0] RAM [0:31] = {
	32'h00000000,  
	32'h00000000,  
	32'h00000000,  
	32'h00000000,  
	32'h00000000,  
	32'h00000000,  
	32'h00000000,  
	32'h00000000,  
	32'h00000000,  
	32'h00000000,  
	32'h00000000,  
	32'h00000000,  
	32'h00000000,  
	32'h00000000,  
	32'h00000000,  
	32'h00000000,  
	32'h00000000,  
	32'h00000000,  
	32'h00000000,  
	32'h00000000,  
	32'h00000000,  
	32'h00000000,  
	32'h00000000,  
	32'h00000000,  
	32'h00000000,  
	32'h00000000,  
	32'h00000000,  
	32'h00000000,  
	32'h00000000,  
	32'h00000000,  
	32'h00000000,  
	32'h00000000   
	};
always @(posedge clock)
begin
	if(regWrite)
		RAM[int'(writeReg)] <= writeData;
end
assign readData1 = RAM[int'(readReg1)];
assign readData2 = RAM[int'(readReg2)];
endmodule
module regfile_wrapper (
	input clock,
	input regWrite,
	input [4:0] readReg1,
	input [4:0] readReg2,
	input [31:0] writeData,
	input [4:0] writeReg,
	output [31:0] readData1,
	output [31:0] readData2 
	);
regfile RAM(
	clock,
	regWrite,
	readReg1,
	readReg2,
	writeData,
	writeReg,
	readData1,
	readData2
	);
endmodule
File: config.mk
export PLATFORM = sky130hd
export DESIGN_NAME = regfile_wrapper
export DESIGN_NICKNAME = regfile_wrapper
export VERILOG_FILES = /design/flow/design.v
export SDC_FILE = /design/flow/constraint.sdc
export NUM_CORES = 4
export LEC_CHECK = 1
export CORE_UTILIZATION = 50
export SYNTH_HDL_FRONTEND = slang
==> reports/summary.log <==
qor: yosys.async_reset_ff_frac 0
qor: route.wl_per_cell 31.5 um
qor: timing.finalClockPeriodUsage 0.875
qor: route.detail_route.drc_violations 0
qor: die.floorplanUtilization 0.504
qor: cts.path_clk_slew 60 ps
qor: die.die-width 314 um
qor: yosys.yosys_cells 3,386
qor: final_layout.area_delta_synth_final 13.6%
qor: pwr.internal_power 11.7 mW
qor: pwr.pwr-share-clk 0.411
qor: cts.holdBufCountCts 0
qor: grt.number_of_global_route_vias_before_repair 33,300
qor: final_layout.final-instance-count-excl-fill 4,885
qor: cts.cts_num_sinks 1,024
qor: route.postRouteWirelength 154,000 um
qor: timing.slew_viol_final 0
qor: pwr.flop_pwr_share 0.495
qor: min_path.holdCritPathClass primary input to flip-flop
qor: yosys.topCellsByArea edfxtp_1 (63%), mux2i_1 (21%), a22oi_1 (3.0%)
qor: pwr.ir_worst_vdd 0.225 mV
qor: timing.finalSetupViolCount 0
qor: timing.rsz0062_at_grt no
qor: cts.cts_root_buffer clkbuf_16
qor: grt.grt_remaining_overflow 0
qor: critical_path.worstSetupPathType primary input to output port
qor: cts.cts_inserted_buffers 107
qor: timing.fin_worst_hold_slack 1430 ps
qor: timing.max-slew-margin-rel 0.300
qor: die.die_area 98,800 um2
qor: run_status.run_status complete, no violations
qor: yosys.synth.largest_area_cell edfxtp_1
qor: route.drtAntennaViolNets 0
qor: timing.final.setup.tns 0 ps
qor: final_layout.largest_register_ffs 1,024
qor: timing.final_hold_viol_count 0
qor: placement.placed_cells_incl_taps 4,684
qor: critical_path.cp-end-kind output port
qor: yosys.ys.warnings.count 0
qor: pwr.share_comb_of_total_power 0.093
qor: yosys.syn-cell-area 48,800 um2
qor: cts.cts_htree_levels 3
qor: cts.cts_tree built
qor: grt.grt_first_pass_wirelength 222,000 um
qor: run.timing.max_cap.violations 0
qor: die.standard_cell_core_area 96,700 um2
qor: yosys.edf_count 1,024
qor: yosys.yosys_register_bits 1,024
qor: grt.grt_max_degree 100
qor: die.total_number_of_placement_rows 114
qor: final_layout.largestRegisters RAM.RAM: 1024 flops
qor: critical_path.worst_ep_arrival_time 4320 ps
qor: placement.detailed_place_hpwl 88,900 um
qor: pwr.total_leakage_power 20.5 nW
qor: cts.post_cts.repair.setup_buffers 0
qor: route.first_iter_violations 2,316
qor: placement.routabilityCongestion 0.894
qor: timing.worstMarginPinSlew 1050 ps
qor: route.drt_pre_antenna_iters 5
qor: cts.cts.repair.resized 0
qor: pwr.p_sw 3.46 mW
qor: cts.max_clock_buf_depth 3
qor: critical_path.critical_path_peak_fanout 21
qor: route.drt-vias-per-instance 6.41
qor: timing.clock.fmax 178 MHz
qor: timing.finalWorstPathRequiredPeriod 5600 ps
qor: yosys.top_area_frac 0.631
qor: yosys.yosys_most_used_dff edfxtp_1
qor: yosys.synth_sequential_area_ratio 0.631
qor: placement.placement.io_buffers 112
qor: final_layout.registers.top_by_ff_count RAM.RAM
qor: die.chipHeight 314 um
qor: yosys.synth.top_cells.by_count edfxtp_1 (1,024), mux2i_1 (1,024), nand2_1 (195), nand3_1 (194)
qor: yosys.synth_cells 3,386
qor: yosys.yosys-stat-area 48,800 um2
qor: run.openroad.warnings 26
qor: route.via_count 31,300
qor: pwr.cellPowerDensity 273 nW/um2
qor: final_layout.final_layout_size_suffix_gt1_frac 0.103
qor: yosys.synthesized_area_per_cell 14.4 um2
qor: pwr.p_sw_frac 0.229
qor: grt.antenna_violations_before_repair 6
qor: critical_path.timing.critical_path.required 5120 ps
qor: die.floorplan.io_pins 113
qor: yosys.synthDistinctLibCells 23
qor: critical_path.critPathLaunchType primary input
qor: grt.groute.usage.overall 0.344
-- critical path: stages --
cell	delay (ps)
clkdlybuf4s50_1	730
or2_2	560
buf_4	570
nor3_1	160
a31oi_1	390
nand3_1	160
clkdlybuf4s50_1	450
-- stage by stage --
step	instance area, um2	util	power (mW)	setup WS [ps]
after floorplan	48800	-	8.40	2690
after global placement	51900	0.536	9.01	967
after detailed placement	51900	0.536	9.03	917
after CTS	55400	0.573	15.2	925
after global routing	55400	0.573	15.6	730
final	55400	0.573	15.1	797
-- power by group through the flow --
stage     Clock [mW]  Sequential, mW  Combinational, mW
6_report        6.22            7.50               1.41
4_1_cts         6.30            7.50               1.39
5_1_grt         6.56            7.50               1.49
-- placed cells by master (no fill, tap or decap), types with 3 or more instances in the layout --
| master | n |
|---|---|
| nand2b_2 | 4 |
| a22oi_1 | 192 |
| buf_4 | 133 |
| nand3_1 | 194 |
| clkinv_2 | 27 |
| nor2_4 | 34 |
| clkbuf_1 | 13 |
| a22o_1 | 128 |
| nor2b_4 | 4 |
| or3b_2 | 3 |
| nor3_1 | 64 |
| clkinv_1 | 31 |
| a21oi_1 | 192 |
| nand3b_1 | 5 |
| clkinvlp_4 | 3 |
| nand2_1 | 193 |
| buf_12 | 30 |
| mux2i_1 | 1024 |
| clkdlybuf4s50_1 | 110 |
| clkbuf_16 | 113 |
| bufinv_16 | 12 |
| edfxtp_1 | 1024 |
| a31oi_1 | 64 |
-- kinds of logic (layout without fill, tap and decap cells) --
logic type / Yosys count / after routing / share of synthesized area
AND-OR/OR-AND: 576 / 576 / 0.0805
other: 0 / 1 / 0
multiplexers: 1024 / 1024 / 0.210
flip-flops: 1024 / 1024 / 0.631
buffers and inverters: 253 / 475 / 0.0316
AND/OR/NAND/NOR: 509 / 509 / 0.0472
-- metal layers --
layer,GRT usage,vias up,part of all wire,wire length [um]
met5,0.0160,-,0.0017,261
met4,0.0978,18,0.036,5610
met3,0.245,335,0.17,26400
met2,0.473,2091,0.44,67600
met1,0.458,15200,0.35,54200
li1,-,13700,-,-
-- worst paths after layout --
check     startpoint         endpoint  depth (start not counted)
min    writeData[23]  RAM.RAM[13][23]                          2
max      readReg1[4]    readData1[30]                          7
-- layout make-up --
type / count / area (um2)
Fill cell: 7219 / 41300
Sequential cell: 1024 / 30700
Multi-Input combinational cell: 2109 / 16800
Clock buffer: 126 / 2880
Timing Repair Buffer: 275 / 2730
Tap cell: 1276 / 1600
Clock inverter: 74 / 643
Antenna cell: 1 / 2.50
Power and IR drop assume default switching activity.
